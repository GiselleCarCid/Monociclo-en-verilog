<file path="design/flow/run.sh">
#!/bin/bash
# OpenROAD 26Q1-2900-gdf79404cd8, Yosys 0.63+post, stock flow scripts
make -C /OpenROAD-flow-scripts/flow DESIGN_CONFIG=/design/flow/config.mk WORK_HOME=/design/flow/orfs finish
</file>
<file path="design/flow/config.mk">
export PLATFORM = sky130hd
export DESIGN_NAME = BancodeRegistros
export DESIGN_NICKNAME = BancodeRegistros
export VERILOG_FILES = /design/flow/design.v
export SDC_FILE = /design/flow/constraint.sdc
export NUM_CORES = 4
export LEC_CHECK = 1
export CORE_UTILIZATION = 30
</file>
<file path="design/flow/constraint.sdc">
current_design BancodeRegistros

set clk_period 5.1
set clk_io_pct 0.2

create_clock -name clk0 -period $clk_period [get_ports {clk_i}]

set non_clock_inputs [all_inputs -no_clocks]
set_input_delay [expr $clk_period * $clk_io_pct] -clock clk0 $non_clock_inputs
set_output_delay [expr $clk_period * $clk_io_pct] -clock clk0 [all_outputs]
</file>
<file path="design/flow/design.v">
module BancodeRegistros(
  input              clk_i,   
  input     [4:0]    rd_i,    
  input     [31:0]   datard_i,  
  input              wren_i,  
  input     [4:0]    rs1_i,  
  output    [31:0]   datars1_o,
  input     [4:0]    rs2_i,  
  output    [31:0]   datars2_o
);
  reg       [31:0] Registros [0:31];
  always @(posedge clk_i)  
  begin
     if (wren_i)  
	     Registros[rd_i] = datard_i;  
  end
  assign   datars1_o = Registros[rs1_i];
  assign   datars2_o = Registros[rs2_i];
endmodule
</file>
==> results.sh <==
# source this file to load flow results
export IMPL_p_leak_nw=20.6
export IMPL_finalWeightedCongestion=0.873
export IMPL_critPathTopFamily="buffers and inverters"
export IMPL_maxCapViolations=0
export IMPL_xor_area_share_pct=0
export IMPL_busiest_layer="met2"
export IMPL_seq_power_share_pct=50.4
export IMPL_drtIter0Drc=1968
export IMPL_drt_antenna_violating_nets=0
export IMPL_antenna_found_initial=12
export IMPL_die_y_um=405
export IMPL_fp_utilization_pct=30.3
export IMPL_swShare_pct=23.4
export IMPL_clkPwrFrac_pct=39.9
export IMPL_cts_sinks=1024
export IMPL_cts_buffer_depth=3
export IMPL_cts_setup_buffers=0
export IMPL_tightest_slew_ns=0.990
export IMPL_final_util_pct=35.4
export IMPL_adder_share_pct=0
export IMPL_avgViaCountPerCell=5.43
export IMPL_hold_viol=0
export IMPL_drc_errors=0
export IMPL_grt_pass1_wl_mm=223
export IMPL_global_route_usage_met3_pct=12.2
export IMPL_syn_inst=3386
export IMPL_cp_depth=9
export IMPL_cts_made_buffers=102
export IMPL_tns_ns=0
export IMPL_rsz0062_at_grt="no"
export IMPL_path_cells="clkdlybuf4s50_1 -> nor2b_4 -> buf_12 -> buf_12 -> a22o_1 -> nor3_1 -> a31oi_1 -> nand3_1 -> clkdlybuf4s50_1"
export IMPL_holdPathEnd="Registros[27][17]"
export IMPL_compound_area_share_pct=8.04
export IMPL_logic_family="multiplexers"
export IMPL_cts_resized=0
export IMPL_ys_seq_share_pct=63.0
export IMPL_track_usage_pct=20.0
export IMPL_largest_register_ffs=1024
export IMPL_crit_path_max_incr_delay_ns=0.62
export IMPL_yosys_area_um2=48800
export IMPL_p_switching_mw=4.36
export IMPL_place_hpwl_mm=89.9
export IMPL_gr_usage_met2_pct=30.5
export IMPL_worstPathArrival_ns=3.62
export IMPL_worst_path_buf_inv=4
export IMPL_cp_start_kind="input port"
export IMPL_crit_fanout=30
export IMPL_setup_violations=0
export IMPL_ys_warn_count=1
export IMPL_htreeDepth=3
export IMPL_holdPathStages=2
export IMPL_cts_tree="built"
export IMPL_grt_max_degree=79
export IMPL_postCtsHoldBufs=0
export IMPL_fin_crit_sh_pct=91.1
export IMPL_cts_root_buf="clkbuf_16"
export IMPL_internal_power_mw=14.3
export IMPL_slew_headroom_pct=33.8
export IMPL_overflow=0
export IMPL_powerDensity_nw_per_um2=328
export IMPL_outcome="complete, no violations"
export IMPL_fin_crit_ns=4.64
export IMPL_crit_path_top_delay_cell="clkdlybuf4s50_1"
export IMPL_dieArea_um2=164000
export IMPL_synth_stat_cells=3386
export IMPL_port_buffers=112
export IMPL_wire_per_inst_um=27.3
export IMPL_synth_distinct_cells=23
export IMPL_num_vias=31400
export IMPL_required_ns=4.08
export IMPL_hold_path_class="input port to flip-flop"
export IMPL_ys_flops=1024
export IMPL_fmax_mhz=215
export IMPL_syn2layout_area_growth_pct=16.8
export IMPL_warnings=26
export IMPL_routed_wirelength_mm=158
export IMPL_ir_drop_v=0.000307
export IMPL_io_pins=113
export IMPL_grt_pass1_vias=32200
export IMPL_share_comb_of_total_power_pct=9.7
export IMPL_path_class="input port to primary output"
export IMPL_path_clk_slew_ns=0.07
export IMPL_firstDrtPassIters=9
export IMPL_drv_slew=0
export IMPL_drive_above_1_share_pct=10.3
export IMPL_mux_area_share_pct=21.0
export IMPL_end_kind="primary output"
export IMPL_simple_gate_share_pct=4.71
export IMPL_gr_usage_met1_pct=23.9
export IMPL_avgSynthCellArea_um2=14.4
export IMPL_netlist_area_um2=48800
export IMPL_power_mw=18.7
export IMPL_die_width_um=405
export IMPL_core_area_um2=161000
export IMPL_rows=147
export IMPL_hp_start="datard_i[17]"
-- worst max-delay path by stage --
stage | start | to | slack (ns)
final | rs1_i[0] | datars1_o[1] | 0.46
after global routing | rs1_i[0] | datars1_o[11] | 0.31
after CTS | rs1_i[2] | datars1_o[1] | 0.47
-- power groups by stage --
stage / registers [mW] / logic [mW] / clock network (mW)
4_1_cts: 9.40 / 1.81 / 7.55
5_1_grt: 9.41 / 1.92 / 7.83
6_report: 9.40 / 1.81 / 7.45
-- metrics by stage --
step / cells / setup WS, ns / hold slack [ns] / cell area, µm²
after floorplan: 3386 / 1.65 / 1.12 / 48800
after global placement: 5585 / 0.489 / 1.85 / 53700
after detailed placement: 5585 / 0.472 / 1.86 / 53700
after CTS: 5766 / 0.468 / 1.09 / 57000
after global routing: 5770 / 0.307 / 1.13 / 57000
final: 5771 / 0.456 / 1.12 / 57000
-- area by class of cell --
cell class | instances | area (µm²)
fillers | 15000 | 104000
flip-flops and latches | 1024 | 30700
multi-input cells | 2109 | 16800
repair buffers | 292 | 3470
well taps | 2160 | 2700
clock buffers | 122 | 2630
clock inverters | 59 | 622
diodes | 5 | 12.5
-- kinds of logic (layout without fill, tap and decap cells) --
family,after synthesis,count (layout)
mux,1024,1024
flops,1024,1024
compound gates,576,576
simple gates,509,509
buf+inv,253,473
other cells,0,5
-- metal layers --
layer	wire, µm	up-vias
met5	232	-
met4	5600	20
met3	22200	302
met2	73000	1798
met1	56500	15600
li1	-	13700
-- synthesized netlist by cell type, drive strengths merged --
library cell	instances	area [µm²]
or3	1	6.26
mux2i	1024	10200
a21oi	192	961
and2	2	12.5
nand2b	4	25.0
nor3	64	320
clkbuf	90	353
nand2	195	732
edfxtp	1024	30700
a22oi	192	1440
buf	163	1210
nor2b	4	25.0
a31oi	64	400
a22o	128	1120
or2	2	12.5
or3b	3	26.3
nand3b	5	37.5
nand3	194	971
nor2	35	131
-- cell usage in the layout (no fill, tap or decap) --
cell type,instances
edfxtp_1,1024
mux2i_1,1024
nand3_1,194
nand2_1,193
a22oi_1,192
a21oi_1,192
a22o_1,128
clkdlybuf4s50_1,110
clkbuf_16,102
buf_4,101
buf_12,79
nor3_1,64
a31oi_1,64
nor2_4,34
clkinv_1,23
clkbuf_1,20
clkinv_2,17
bufinv_16,11
diode_2,5
nand3b_1,5
nor2b_4,4
nand2b_2,4
clkinv_8,4
or3b_2,3
and2_4,2
or2_2,2
nand2_2,2
inv_6,2
buf_8,2
nor2_1,1
or3_1,1
clkinv_16,1
clkinvlp_4,1
No activity file was given, so power comes from the tool's default toggle rates.
