<file path="./run.sh">
#!/bin/bash
# OpenROAD 26Q1-2900-gdf79404cd8, Yosys 0.63+post, stock flow scripts
make -C /OpenROAD-flow-scripts/flow DESIGN_CONFIG=/design/flow/config.mk WORK_HOME=/design/flow/orfs finish
</file>
<file path="./config.mk">
export PLATFORM = sky130hd
export DESIGN_NAME = ALU_FPGA
export DESIGN_NICKNAME = ALU_FPGA
export VERILOG_FILES = /design/flow/design.v
export SDC_FILE = /design/flow/constraint.sdc
export NUM_CORES = 4
export LEC_CHECK = 1
export CORE_AREA = 10 10 101 101
export DIE_AREA = 0 0 111 111
</file>
<file path="./constraint.sdc">
current_design ALU_FPGA

set clk_period 6.2
set clk_io_pct 0.2

create_clock -name clk0 -period $clk_period

set non_clock_inputs [all_inputs -no_clocks]
set_input_delay [expr $clk_period * $clk_io_pct] -clock clk0 $non_clock_inputs
set_output_delay [expr $clk_period * $clk_io_pct] -clock clk0 [all_outputs]
</file>
<file path="./design.v">
module ALU(
	input					a_i,				  
	input					b_i,				  
	input			[2:0]	operacion_i,	  
	input					c_i,				  
	input					invert_i,        
	input					less_i,          
	output				c_o,				  
	output reg			set_o,           
	output reg			salida_o         
);
	wire		aband_w;	          
	wire		abor_w;	          
	wire		nob_w;	          
	wire		selb_w;        	 
	wire		salidasum_w;       
	wire		abxor_w;	          
	assign	abxor_w	=	a_i ^ selb_w;      
	assign 	aband_w	=	a_i & selb_w;      
	assign 	abor_w	=	a_i | selb_w;      
	assign	nob_w	=	~b_i;       
	assign 	selb_w		=	(invert_i) ? nob_w : b_i;      
	fulladder1bit sumador(
		.a_i 		(a_i),
		.b_i		(selb_w),
		.c_i		(c_i),			 
		.c_o		(c_o),  			 
		.s_o		(salidasum_w)   
);	
	always @(*)
	begin
		case(operacion_i)
			3'b101:
					set_o = ~c_o;
			default
					set_o = salidasum_w;
		endcase
		case(operacion_i)
			3'b000:
					salida_o	=	aband_w;
			3'b001:
					salida_o	=	abor_w;
			3'b010:
					salida_o	=	salidasum_w;
			3'b011:
					salida_o	=	abxor_w;
			3'b100:
					salida_o	=	less_i;
			default:
					salida_o	=	1'b0;
		endcase
	end
endmodule
module ALUNBits #(
	parameter			N	=	4
)
(
	input			   [N-1:0]	a_i,
	input			   [N-1:0]	b_i,
	input			   [3:0]		operacion_i,
	input			   			c_i,
	input			   			invert_i,
	output		   			c_o,
	output 	reg	[N-1:0]	salida_o,
	output                  zeroflag_o
);
	wire			   [N-2:0]	carryint_w;  
	wire 			   [N-1:0]	resAux_o;
	genvar i;
	wire set_o;
	wire 			   [N-1:0] izquierdaLogico_w;
	wire 			   [N-1:0] derechaLogico_w;
	wire 			   [N-1:0] derechaAritmetico_w;
	assign izquierdaLogico_w = a_i << b_i;
	assign derechaLogico_w = a_i >> b_i;
	assign derechaAritmetico_w = a_i >>> b_i;
   assign       zeroflag = ~(|(salida_o));
	generate
		for (i=0; i<N; i = i + 1)
			begin : alu 
				case(i)
				0:
					ALU ALU_N0(
						.a_i			(a_i[i]),
						.b_i			(b_i[i]),
						.operacion_i		(operacion_i[2:0]),
						.c_i			(c_i),
						.invert_i	(invert_i),
						.less_i		(set_o),
						.c_o			(carryint_w[i]),
						.salida_o		(resAux_o[i]),
						.set_o		()
						);
				N-1:
					ALU ALU_N1(
						.a_i			(a_i[i]),
						.b_i			(b_i[i]),
						.operacion_i		(operacion_i[2:0]),
						.c_i			(carryint_w[i-1]),
						.invert_i	(invert_i),
						.less_i		(1'b0),
						.c_o			(c_o),
						.salida_o		(resAux_o[i]),
						.set_o		(set_o)
					);
				default:
					ALU ALU_N(
						.a_i			(a_i[i]),
						.b_i			(b_i[i]),
						.operacion_i		(operacion_i[2:0]),
						.c_i			(carryint_w[i-1]),
						.invert_i	(invert_i),
						.less_i		(1'b0),
						.c_o			(carryint_w[i]),
						.salida_o		(resAux_o[i]),
						.set_o		()
						);
				endcase 
			end
	endgenerate
	always@(*)
		begin
			case(operacion_i[3])
				1'b0:
						salida_o = resAux_o;
				1'b1:
					begin
						case (operacion_i[2:0])
							3'b001:
							  salida_o = izquierdaLogico_w;
							3'b010:
								salida_o = derechaLogico_w;
							3'b011:
								salida_o = derechaAritmetico_w;
						default:
							  salida_o = 32'b00000000000000000000000000000000;
						endcase
					end
			endcase
		end
endmodule 
module ALU_FPGA(
	input			[2:0] addra_i,  
	input			[2:0] addrb_i,
	input					c_i,
	input					invert_i,
	input			[3:0]	operacion_i,
	output				c_o,
	output		[6:0] disp0_o,
	output		[6:0] disp1_o,
	output		[6:0] disp2_o,
	output		[6:0] disp3_o,
	output		[6:0] disp4_o,
	output		[6:0] disp5_o,
	output		[6:0] disp6_o,
	output		[6:0] disp7_o
);
wire			[31:0] operadora_w;
wire			[31:0] operadorb_w;
wire			[31:0] resultado_w;
	memoria_a memory_a (
		.addr_i		(addra_i), 			 
		.dato_o		(operadora_w)		 
	);
		memoria_b memory_b (
		.addr_i		(addrb_i),			 
		.dato_o		(operadorb_w)		 
	);
	ALUNBits #(
		.N			(32)
	)
	VALUNBits(
	.a_i				(operadora_w),
	.b_i				(operadorb_w),
	.operacion_i			(operacion_i),
	.c_i				(c_i),
	.invert_i		(invert_i),
	.c_o				(c_o),
	.salida_o			(resultado_w)
);
	display7 display_0(
		.hex_i		(resultado_w[3:0]),
		.display_o	(disp0_o)
	);
	display7 display_1(
		.hex_i		(resultado_w[7:4]),
		.display_o	(disp1_o)
	);
	display7 display_2(
		.hex_i		(resultado_w[11:8]),
		.display_o	(disp2_o)
	);
	display7 display_3(
		.hex_i		(resultado_w[15:12]),
		.display_o	(disp3_o)
	);
	display7 display_4(
		.hex_i		(resultado_w[19:16]),
		.display_o	(disp4_o)
	);
	display7 display_5(
		.hex_i		(resultado_w[23:20]),
		.display_o	(disp5_o)
	);
	display7 display_6(
		.hex_i		(resultado_w[27:24]),
		.display_o	(disp6_o)
	);
	display7 display_7(
		.hex_i		(resultado_w[31:28]),
		.display_o	(disp7_o)
	);
endmodule 
module display7(
	input			[3:0] hex_i,
	output reg	[6:0] display_o
);
	always @(*)
	begin
		case (hex_i)
			4'h0:				 
					display_o = 7'b1000000;
			4'h1:				 
					display_o = 7'b1111001;
			4'h2:				 
					display_o = 7'b0100100;
			4'h3:				 
					display_o = 7'b0110000;
			4'h4:				 
					display_o = 7'b0011001;
			4'h5:				 
					display_o = 7'b0010010;
			4'h6:				 
					display_o = 7'b0000010;
			4'h7:				 
					display_o = 7'b1111000;
			4'h8:				 
					display_o = 7'b0000000;
			4'h9:				 
					display_o = 7'b0011000;
			4'ha:				 
					display_o = 7'b0001000;
			4'hb:				 
					display_o = 7'b0000011;
			4'hc:				 
					display_o = 7'b1000110;
			4'hd:				 
					display_o = 7'b0100001;
			4'he:				 
					display_o = 7'b0000110;
			4'hf:				 
					display_o = 7'b0001110;
			default:
					display_o = 7'b1111111;
		endcase
	end
endmodule 
module fulladder1bit(
	input		a_i,
	input		b_i,
	input		c_i,
	output	c_o,
	output	s_o
);	
	wire		axorb_w;
	wire		aandc_w;
	wire		candb_w;
	wire		aandb_w;
	assign	axorb_w	=	a_i ^ b_i;
	assign	s_o		=	axorb_w ^ c_i;
	assign	aandc_w	=	a_i & c_i;
	assign	candb_w	=	c_i & b_i;	
	assign	aandb_w	=	a_i & b_i;
	assign	c_o		=	aandc_w | candb_w	| aandb_w;
endmodule 
module memoria_a (
	input				[2:0] addr_i,
	output			[31:0]dato_o
);
	reg				[31:0] memory_a [0:7];
	initial
	begin
		memory_a[0]	=	32'b00000000000000000000000000000111;	 
		memory_a[1]	=	32'b00000000000000000000000000001010;	 
		memory_a[3]	=	32'b00000000000000000000000000001111;	 
		memory_a[4]	=	32'b00000000000000000000000000011111;	 
		memory_a[5]	=	32'b11111111111111111111111111111011;	 
	end
	assign	dato_o = memory_a[addr_i];	
endmodule 
module memoria_b (
	input				[2:0] addr_i,
	output			[31:0]dato_o
);
	reg				[31:0] memory_b [0:7];
	initial
	begin
		memory_b[0]	=	32'b00000000000000000000000000000010;	 
		memory_b[1]	=	32'b00000000000000000000000000001010;	 
		memory_b[2]	=	32'b00000000000000000000000000000011;	 
		memory_b[3]	=	32'b00000000000000000000000000001111;	 
		memory_b[4]	=	32'b00000000000000000000000000011111;	 
		memory_b[5]	=	32'b11111111111111111111111111111011;	 
	end
	assign	dato_o = memory_b[addr_i];	
endmodule 
</file>
==> flow_summary_export.csv <==
group,metric,value,unit
power,p_per_area,85.6,mW/mm^2
logic_synthesis,syn_inst,562,
logic_synthesis,yosys_area,0.00422,sq mm
power,p_int,0.314,mW
detailed_routing,drcViolationCount,0,
sta,worst_pin_slew,658,ps
detailed_routing,wirelength,16100,um
flow_run,warning_count,102,
cells_and_area,drive_gt1_frac,0.465,
cells_and_area,utilization,0.866,
placement,dpl_worst_slack,-6340,ps
worst_setup_path,end_kind,"output port",
global_routing,grt_pass1_wl,23600,um
floorplanning,die_w,111,um
sta,fmax,88.7,MHz
cells_and_area,final_cell_area,0.00704,sq mm
sta,max_slew_margin,0.561,
floorplanning,io_pins,69,
logic_synthesis,ys_cells,562,
sta,slew_violations,0,
logic_synthesis,top_cell,"inv_1",
placement,placed_cell_area,0.00627,sq mm
placement,hpwlAfterDp,11100,um
power,seqPwrFrac,0,
detailed_routing,drtAntennaViolNets,0,
detailed_routing,drt_pass1_iterations,5,
logic_synthesis,synth.top_cells.by_count,"inv_1, ha_1, nand2_1",
worst_setup_path,crit_arrival,10030,ps
global_routing,grt-ovfl-total,0,
global_routing,grt_use_total,0.223,
hold_path,hold_class,"input pin to output port",
logic_synthesis,yosysTopAreaCellShare,0.171,
worst_setup_path,cp_max_fo,4,
clocking,ctsHoldBuffers,0,
floorplanning,die_y,111,um
power,swShare,0.478,
worst_setup_path,crit_required,4960,ps
worst_setup_path,cp-start-kind,"input pin",
cells_and_area,flop_area,0,sq um
global_routing,grt_pass1_vias,4827,
detailed_routing,antennaDiodeCount,0,
power,combPwrFrac,1.000,
sta,setup_slack,-5070,ps
worst_setup_path,critPathMaxStageDelay,440,ps
detailed_routing,vias,5237,
logic_synthesis,yosys_warnings,6,
sta,setup_viol,54,
placement,gp_congestion,0.996,
detailed_routing,avgViaCountPerCell,5.85,
logic_synthesis,ys_seq_share,0,
power,power_leakage,3.34,nW
power,p_switching,0.288,mW
floorplanning,fp_util,0.519,
logic_synthesis,syn_area,0.00422,sq mm
power,power_frac_clock,0,
floorplanning,row_count,33,
hold_path,whs_path_depth,9,
power,p_total,0.602,mW
global_routing,antenna_found_initial,0,
hold_path,min_from,"addra_i[2]",
placement,io_buffer_count,69,
global_routing,grt_max_degree,33,
worst_setup_path,path_common_cell,"fa_2",
sta,grt_setup_unrepaired,"true",
outcome,violations,"negative setup slack",
cells_and_area,area_growth,66.7,%
detailed_routing,first_iter_violations,354,
cells_and_area,ff_count,0,
floorplanning,core,0.00813,sq mm
cells_and_area,clockBufferCount,0,
sta,finalHoldViolCount,0,
hold_path,hold_end,"disp2_o[4]",
detailed_routing,wl_per_cell,18.0,um
floorplanning,dieArea,0.0123,sq mm
logic_synthesis,ys_types,73,
sta,post-route-period-util,1.82,
flow_run,drv_cap,0,
sta,fin_crit,11270,ps
logic_synthesis,yosys.area.top_type,"fa_1",
logic_synthesis,syn-mean-instance-area,7.51,sq um
logic_synthesis,top_cells_by_area,"fa_1, ha_1, inv_1",
outcome,status,"finished with violations",
worst_setup_path,slowest_stage,"fa_2",
worst_setup_path,crit_type,"input pin to output port",
power,ir_drop,0.0718,mV
[routing by layer]
layer / routed length, um / global-route usage / vias to the layer above / part of all wire
li1: - / - / 2463 / -
met1: 7280 / 0.328 / 2496 / 0.45
met2: 7190 / 0.345 / 250 / 0.45
met3: 1350 / 0.0405 / 28 / 0.084
met4: 290 / 0.0269 / 0 / 0.018
met5: 0 / 0 / - / 0
[placed cells by master, fill, tap and decap left out, types with 7 or more instances in the layout]
cell type        instances
nand3_1                 10
fa_2                    20
fa_1                    16
mux2i_1                 16
clkbuf_2                15
buf_2                    9
dlymetal6s2s_1          12
o22ai_1                 12
o21ai_1                  9
nor2_1                  29
nand2b_1                14
a21o_1                   7
nand2_2                  9
nand2_1                 34
inv_2                   17
nor3_1                  12
and2_1                   7
clkdlybuf4s50_1         20
inv_1                   40
buf_4                  168
a21oi_1                 28
dlygate4sd2_1           10
buf_6                   20
a31oi_1                 11
ha_4                    13
o21ai_0                 13
ha_1                    32
[logic make-up after synthesis]
| kind of cell | Yosys count | synth area share |
|---|---|---|
| xor gates and xnor gates | 10 | 0.0207 |
| adders and majority gates | 87 | 0.322 |
| AOI/OAI and AO/OA | 167 | 0.271 |
| buffers and inverters | 91 | 0.0901 |
| and+or+nand+nor | 183 | 0.229 |
| muxes | 24 | 0.0673 |
[worst max-delay path by stage]
stage                       from    endpoint  slack (ps)  cells past startpoint
after CTS             addra_i[2]  disp0_o[3]       -5300                     37
after global routing  addrb_i[2]  disp0_o[2]       -5320                     37
final                 addrb_i[2]  disp0_o[2]       -5070                     37
[critical path, delay by kind of cell]
kind,cells,cell delay (ps)
adders and majority gates,21,6810
AOI/OAI and AO/OA,4,640
xor gates and xnor gates,1,100
buffers and inverters,9,1040
and+or+nand+nor,2,190
[power groups by stage]
| stage | Clock, mW | Combinational (mW) | Sequential [mW] |
|---|---|---|---|
| finish | 0 | 0.602 | 0 |
| global route | 0 | 0.657 | 0 |
| CTS | 0 | 0.544 | 0 |
[area by class of cell]
cell class,instances,area (sq um)
fillers,387,1090
repair buffers,259,2130
multi-input cells,471,4540
well taps,105,131
inverters,60,233
[per-stage QoR]
step	instances	setup TNS [ps]	hold slack (ps)
after global placement	852	-193470	3860
final	895	-146740	3340
after global routing	895	-159460	3400
after detailed placement	852	-197100	3860
after floorplan	562	-134750	2830
after CTS	867	-155860	3520
[what timing repair did]
| action | CTS | global route |
|---|---|---|
| endpoints found under the setup margin | 57 | 57 |
| resized | 93 | 129 |
| cloned | 1 | 0 |
| pin swaps | 23 | 35 |
| setup buffers | 14 | 28 |
Power and IR drop assume default switching activity.
