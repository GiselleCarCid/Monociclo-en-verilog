$ cat ./run.sh
#!/bin/bash
# OpenROAD 26Q1-2900-gdf79404cd8, Yosys 0.63+post, stock flow scripts
make -C /OpenROAD-flow-scripts/flow DESIGN_CONFIG=/design/flow/config.mk WORK_HOME=/design/flow/orfs finish
$ cat ./config.mk
export PLATFORM = sky130hd
export DESIGN_NAME = extensiondesigno
export DESIGN_NICKNAME = extensiondesigno
export VERILOG_FILES = /design/flow/design.v
export SDC_FILE = /design/flow/constraint.sdc
export NUM_CORES = 4
export LEC_CHECK = 1
export CORE_AREA = 10 10 70 70
export DIE_AREA = 0 0 80 80
$ cat ./constraint.sdc
current_design extensiondesigno

set clk_period 1.7
set clk_io_pct 0.2

create_clock -name clk0 -period $clk_period

set non_clock_inputs [all_inputs -no_clocks]
set_input_delay [expr $clk_period * $clk_io_pct] -clock clk0 $non_clock_inputs
set_output_delay [expr $clk_period * $clk_io_pct] -clock clk0 [all_outputs]
$ cat ./design.v
module extensiondesigno (
	input [31:0] instruccion_i,  
	output reg [31:0] inmediato_o
);
	parameter IMM = 20;
	wire [6:0] opcode_w;
	assign opcode_w = instruccion_i[6:0];
	always @(*)
	begin
		case (opcode_w)
			7'b0010011:  
				inmediato_o = {{(IMM-12){instruccion_i[31]}}, instruccion_i[31:20]};  
			default: 
				inmediato_o = 32'b0;
		endcase
	end
endmodule
==> summary.txt <==
Notes on the physical design

The remaining number of nets flagged by the antenna check after routing is 0. The cell count listed in synth_stat.txt is 50. The most used standard cell by instance count after synthesis is buf_4. Across all setup checks in the final design, the least slack found is -0.260 ns.

The mean post-synth cell area is 7.63 µm². The count of pins over their slew limit is 0. The total power per unit cell area is roughly 120 nW/µm². Of the available clock period, the critical path in the final layout requires 1.15.

The critical path goes through buf_6 > or4b_4 > buf_12 > buf_6 > nor4_2 > buf_2. The cell type contributing the most total cell area after synthesis is buf_4. The synthesized area is 382 µm². The average wire length per cell after detail routing is 11.5 µm. The last weighted congestion value of the routability-driven placer is 0.707.

According to the timing report, the arrival time at the worst endpoint equals 1.62 ns. After global routing the overflow that remains totals 0. Across the VDD grid, the largest voltage drop is 0.0319 mV. According to the floorplan report, the die height is roughly 80 µm. Per the OpenROAD floorplan log, the width of the die is 80 µm. In this run, distinct cell masters in the synthesized netlist total 10. The number of global-route vias before repair is 448.

Per the final timing report, the hold violations number 0. The number of top-level pins is 64. Setup repair after global routing could not meet its margin everywhere.

Looking at the critical path, the highest net fanout was 4. Summed over all failing endpoints, the final setup total negative slack is -3.70 ns. The run reported a max-capacitance violation count of 0. The checks that failed: setup timing. The routed layout has 425 vias. In the routed netlist, the antenna diode instances number 0.

Once layout is complete, the cells apart from fillers number 135. The area added between synthesis and finish is 115%. The first-pass detailed-route iteration total is 2. STA classifies the critical path endpoint as an output port.

Counting the clock-network buffers in the layout gives 0. The global routing report lists combined usage of all routing layers as 0.0427. The maximum frequency from static timing analysis is between 500 and 600 MHz. The leakage power is 0.395 nW. The worst hold path endpoint is inmediato_o[10]. For this run, the number of Yosys warnings is 1.

The highest-delay cell along the critical path is or4b_4. The post-cts hold buffer count is 0. The flow ran to the end, but the final reports show violations. Synthesis produced 50 cells. The core region area is 3420 µm². The number of stages on the worst hold path is 5. There are 0 flip-flops and latches. The share of synthesized area in the top cell type comes to 0.393. The wire length of the first global-routing pass is 2230 µm. The commonest cells after synthesis are 20 x buf_4, 12 x inv_1, 9 x nor4_2. The cell count after placement is 128. Using the TritonRoute via totals, the vias-per-cell ratio works out to 3.15. The initial antenna violation count is 0. In this run the tools logged warnings totalling 48.

The DRC violation count after routing is 0. The final-layout fill cell count is 381. The final core utilization is 0.240. The footprint of the flip-flops and latches is 0 µm². At the floorplan stage, the core utilization is reported as 0.112.

The cell repeated most along the worst path is buf_6. After legalization and detailed placement, the total HPWL measured 1270 µm. The type of the setup path with the least slack is input pin to output port. The endpoint required time on the critical path is 1.36 ns. The startpoint identified for the worst hold timing path is instruccion_i[2]. The total of endpoints with negative setup slack in the final report is 20. The final hold slack is 1.14 ns.

The synthesis report lists the most area-consuming cells as buf_4 39%, nor4_2 30%, inv_1 12%, nor4_4 5.6%, or4b_4 3.6%. The number of design-rule violations left by the first detailed-router iteration is 7. The placement stage leaves a total instance area of 754 µm². The timing report gives the biggest stage delay along the critical path as approximately 0.57 ns. The shortest period the worst path allows is about 2.0 ns. The worst setup path is launched from an input pin. The largest net degree at the start of global routing is 11. Per the final layout report, the fraction of cells sized above drive strength 1 comes to 0.539. The number of placement rows is 21. The buffer_ports step reported a buffer count of 39.

The share of the Yosys chip area taken by registers is 0. For this block, the routed nets add up to 1550 µm of wire. The most critical min-delay path falls under input pin to output port.

Yosys reports a chip area of 382 µm². The final design instance area without fill is slightly above 800 µm². The chip occupies 6400 µm².
==> what timing repair did <==
action | in CTS | in global routing
buffers inserted | 7 | 0
gates cloned | 1 | 0
setup endpoints to repair | 20 | 20
pin swaps | 4 | 3
resized | 91 | 5
==> how the worst max path moves through the flow <==
stage | startpoint | end
after global routing | instruccion_i[6] | inmediato_o[2]
final | instruccion_i[6] | inmediato_o[2]
after CTS | instruccion_i[2] | inmediato_o[0]
==> stage by stage <==
stage	worst slack, ns	power (W)
finish	-0.260	0.0000964
global route	-0.340	0.000105
CTS	-0.292	0.0000930
detailed placement	-0.911	0.0000859
global placement	-0.910	0.0000857
floorplan	-0.0590	0.0000488
==> cell usage in the layout, fill, tap and decap left out <==
cell type        synthesis  final
clkdlybuf4s50_1          0     15
buf_2                    0     14
buf_6                    1     14
inv_1                   12     12
conb_1                   1     12
nor4_2                   9      7
nor4_4                   1      5
buf_4                   20      5
or4b_4                   1      1
nand2_1                  1      1
clkdlybuf4s15_1          0      1
buf_12                   0      1
buf_8                    0      1
==> routing by layer <==
layer / part of all wire / GRT usage / up-vias
li1: - / - / 209
met1: 0.36 / 0.0448 / 190
met2: 0.52 / 0.0827 / 26
met3: 0.12 / 0.0159 / 0
met4: 0 / 0 / 0
met5: 0 / 0 / -
==> kinds of logic after synthesis <==
group | Yosys count | synth area share
buffers and inverters | 35 | 0.561
other | 1 | 0.00983
and+or+nand+nor | 14 | 0.429
==> report_power, final <==
part / leakage [nW] / total (W) / switching, W / internal, W
combinational: 0.395 / 0.0000964 / 0.0000402 / 0.0000562
clock: 0 / 0 / 0 / 0
sequential: 0 / 0 / 0 / 0
total: 0.395 / 0.0000964 / 0.0000402 / 0.0000562
==> worst max-delay path: cells and delay by family <==
family                 cells  cell delay, ns
buffers and inverters      4            0.51
and+or+nand+nor            2            0.77
==> layout make-up <==
cell class / count / area [µm²] / share of cell area
Tap cell: 46 / 57.6 / 0.0702
Inverter: 12 / 45.0 / 0.0550
Timing Repair Buffer: 51 / 460 / 0.562
Multi-Input combinational cell: 26 / 256 / 0.313
Power and IR drop assume default switching activity.
